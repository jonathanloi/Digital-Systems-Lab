$ cat config.mk
export PLATFORM = sky130hd
export DESIGN_NAME = nibbleadd
export DESIGN_NICKNAME = nibbleadd
export VERILOG_FILES = /design/flow/design.v
export SDC_FILE = /design/flow/constraint.sdc
export NUM_CORES = 4
export LEC_CHECK = 1
export CORE_AREA = 10 10 70 70
export DIE_AREA = 0 0 80 80
$ cat constraint.sdc
current_design nibbleadd

set clk_period 2.6
set clk_io_pct 0.2

create_clock -name clk0 -period $clk_period

set non_clock_inputs [all_inputs -no_clocks]
set_input_delay [expr $clk_period * $clk_io_pct] -clock clk0 $non_clock_inputs
set_output_delay [expr $clk_period * $clk_io_pct] -clock clk0 [all_outputs]
$ cat design.v
`timescale 1ns / 1ps
module nibbleadd(
    input [7:0]A,
    input [7:0]B,
    input ctrl,
    output reg [4:0]q
);
always @(*)begin
    case(ctrl)
        1'b0 : q <= A[3:0] + B[3:0];
        1'b1 : q <= A[7:4] + B[7:4];
    endcase
end
endmodule
$ cat run.sh
#!/bin/bash
# OpenROAD 26Q1-2900-gdf79404cd8, Yosys 0.63+post, stock flow scripts
make -C /OpenROAD-flow-scripts/flow DESIGN_CONFIG=/design/flow/config.mk WORK_HOME=/design/flow/orfs finish
==> flow_summary_export.csv <==
group,metric,value,unit
worst_setup_path,crit_path_end_kind,"primary output",
routing,postRouteAntennaNets,0,
run,tool_warnings,32,
synthesis,yosysWarnings,1,
synthesis,yosysUniqueCellTypes,20,
worst_setup_path,cp.required,2080,ps
synthesis,yosys_cells,42,
global_routing,grt_overflow,0,
worst_setup_path,crit_top_cell,"clkdlybuf4s50_1",
synthesis,yosys_area,341.6,um^2
floorplan,core,3416,um^2
synthesis,ys_seq_share,0,
final_timing,worst_pin_slew,185.4,ps
worst_hold_path,hp-class,"primary input to primary output",
pwr,peakVddDrop,0.06390,mV
pwr,powerDensity,167.6,nW/um^2
global_routing,grt_start_max_net_pins,9,
synthesis,avgSynthCellArea,8.133,um^2
final_timing,layout_setup_ws,110.8,ps
routing,drc_errors,0,
routing,wl_per_cell,9.929,um
layout,clkbuf_count,0,
run,drv_cap,0,
floorplan,chip_area,6400,um^2
routing,routed_wl,1.112,mm
worst_setup_path,critical_path_buf_inv_count,3,
worst_setup_path,cp.arrival,1970,ps
layout,fill_cells,390,
synthesis,most_common_cell,"ha_1",
floorplan,ioPinCount,22,
run_status,status,"completed",
routing,route.vias.total,346,
place,io_buffers,22,
worst_setup_path,critPathMaxFanout,8,
pwr,power_leakage,0.2952,nW
routing,drtIter0Drc,4,
worst_setup_path,critPathMaxStageDelay,520,ps
final_timing,setup_viol,0,
routing,avgViaCountPerCell,3.089,
worst_setup_path,critical-path-slowest-cell,"clkdlybuf4s50_1",
routing,n_antenna_cell,0,
layout,final_util,0.1916,
global_routing,grt_usage,0.03430,
place,gp_congestion,0.7245,
worst_setup_path,crit_type,"primary input to primary output",
layout,areaGrowthSynthToFinish,91.57,%
final_timing,whs,1718,ps
synthesis,area_leaders,"ha_1 29%, fa_1 12%, a21oi_1 7.3%, inv_1 6.6%, nor2b_1 5.5%",
place,dp.cells,112,
final_timing,period_minus_slack,2489,ps
final_timing,max_slew_margin,0.8754,
clock_tree,hold_buffers,0,
synthesis,synth_area_leader_cell,"ha_1",
worst_setup_path,path_cells,"clkdlybuf4s50_1, buf_4, mux2_2, clkdlybuf4s50_1",
place,dpl_worst_slack,-397.6,ps
synthesis,top_cells_by_count,"8 x ha_1, 6 x inv_1, 5 x a21oi_1",
clock_tree,postCtsSetupRepairBufs,0,
floorplan,die_w,80,um
floorplan,rows,21,
global_routing,grt_antenna_before_repair,0,
final_timing,max_freq,401.7,MHz
layout,regArea,0,um^2
floorplan,die_h,80,um
final_timing,rsz0062_at_grt,"false",
synthesis,synth.top_cell.area_share,0.2930,
routing,firstDrtPassIters,4,
final_timing,finalHoldViolCount,0,
final_timing,slew_violations,0,
synthesis,syn_inst,42,
layout,final_cells,112,
synthesis,synthesis.area,341.6,um^2
worst_setup_path,start_kind,"primary input",
layout,final_layout_size_suffix_gt1_frac,0.2727,
layout,ff_count,0,
global_routing,grt_first_pass_wirelength,1.780,mm
global_routing,grt_pass1_vias,396,
floorplan,initCoreUtil,0.1000,
final_timing,fin_crit_sh,0.9574,
worst_setup_path,crit_family,"buffers and inverters",
path summary, 6_finish.rpt:
check | from | to | slack, ps | cells after the start
max | ctrl | q[0] | 110 | 4
min | A[4] | q[3] | 1720 | 6
cell usage in the layout, fill, tap and decap left out, drive strengths merged:
cell and n:
buf 4, o21ai 2, xnor2 1, dlymetal6s2s 4
nand2 1, mux2 1, nor4 1, and4b 1
mux2i 1, xor2 1, dlygate4sd2 1, inv 6
a21oi 5, nor2 3, nand2b 1, ha 8
nor2b 3, and3 1, nand3 2, a22oi 1
clkdlybuf4s50 14, clkbuf 2, fa 2
what timing repair did:
item                       CTS  global route
resized                     10            14
setup endpoints to repair    4             4
cloned                       0             0
pin swaps                    0             6
power breakdown:
| group | switching [mW] | internal [mW] |
|---|---|---|
| clock | 0 | 0 |
| sequential | 0 | 0 |
| combinational | 0.0407 | 0.0690 |
layout make-up:
type                       instances  area (um^2)  area share
inverter                           6        22.52     0.03442
multi-input combinational         35        337.8      0.5163
tap                               46        57.56     0.08795
timing repair buffer              25        236.5      0.3614
metrics by stage:
step / setup TNS (ps) / cell area, um^2 / power, mW
finish: 0 / 654.4 / 0.1097
global route: 0 / 654.4 / 0.1251
CTS: 0 / 631.9 / 0.1108
detailed placement: -1236 / 630.6 / 0.1149
global placement: -1245 / 630.6 / 0.1139
floorplan: 0 / 341.6 / 0.04792
layer usage:
layer,vias up,global-route usage,share of wire
met5,-,0,0
met4,0,0,0
met3,0,0.01250,0.095
met2,13,0.05377,0.43
met1,139,0.04664,0.47
li1,194,-,-
kinds of logic (layout without fill, tap and decap cells):
group,Yosys count,after routing,synth area share
compound gates,8,8,0.1245
xor+xnor,2,2,0.05129
fa+ha+maj,10,10,0.4103
buf+inv,7,31,0.09889
mux,2,2,0.06227
simple gates,13,13,0.2528
Power and IR drop assume default switching activity.
