==> flow/design.v <==
`timescale 1ns / 1ps
module CCTA(
        input [3:0] A,
        input [3:0] B,
        input [3:0] C,
        input rst,
        input ctrl,
        output [4:0] q
);
reg[4:0]q_n;
reg rst_n;
assign q = q_n;
always @(rst,ctrl,A,B,C) begin
    case(ctrl)
        1'b0 : q_n <= A + B;
        1'b1 : q_n <= A - C;
    endcase
if(rst == 1'b1)begin
        q_n <= 0;
    end
end
endmodule
==> flow/run.sh <==
#!/bin/bash
# OpenROAD 26Q1-2900-gdf79404cd8, Yosys 0.63+post, stock flow scripts
make -C /OpenROAD-flow-scripts/flow DESIGN_CONFIG=/design/flow/config.mk WORK_HOME=/design/flow/orfs finish
==> flow/config.mk <==
export PLATFORM = sky130hd
export DESIGN_NAME = CCTA
export DESIGN_NICKNAME = CCTA
export VERILOG_FILES = /design/flow/design.v
export SDC_FILE = /design/flow/constraint.sdc
export NUM_CORES = 4
export LEC_CHECK = 1
export CORE_AREA = 10 10 70 70
export DIE_AREA = 0 0 80 80
==> flow/constraint.sdc <==
current_design CCTA

set clk_period 2.3
set clk_io_pct 0.2

create_clock -name clk0 -period $clk_period

set non_clock_inputs [all_inputs -no_clocks]
set_input_delay [expr $clk_period * $clk_io_pct] -clock clk0 $non_clock_inputs
set_output_delay [expr $clk_period * $clk_io_pct] -clock clk0 [all_outputs]
==> run_results.csv <==
group,metric,value,unit
sta,max_freq,399.1,MHz
pwr,vdd_drop_max,0.04094,mV
pwr,power.leakage,0.2700,nW
pwr,switching_share,0.3833,
placement,numPortBuffers,19,
logic_synthesis,ys_types,16,
worst_setup_path,cp_num_buf_inv,4,
floorplanning,die_w,80,um
worst_setup_path,crit_family,"buffers and inverters",
global_routing,grt-ovfl-total,0,
clocking,holdBufCountCts,0,
sta,worst_pin_slew,0.2076,ns
logic_synthesis,ys_cells,36,
sta,setup_ws,-0.2057,ns
sta,rsz0062_at_grt,"yes",
logic_synthesis,top_cells_by_area,"ha_1 25%, nor2_1 9.0%, fa_1 8.0%",
cells_and_area,clock_buffer_count,0,
global_routing,grt_pass1_wl,1524,um
sta,report.final.slew_viol_count,0,
worst_setup_path,start_kind,"input port",
route,drc_errors,0,
logic_synthesis,synth_dominant_cell_count,"nor2_1",
logic_synthesis,synth.avg_cell_area,6.986,sq um
pwr,pwr-share-clk,0,
sta,period_minus_slack,2.506,ns
logic_synthesis,yosysWarnings,1,
floorplanning,initial_utilization,0.07363,
logic_synthesis,synth_chip_area,251.5,sq um
cells_and_area,area_growth,144.8,%
logic_synthesis,top_area_frac,0.2488,
run_status,violations,"negative setup slack",
cells_and_area,n_sequential_cell,0,
floorplanning,coreArea,0.003416,sq mm
worst_setup_path,cp_slowest_cell,"ha_4",
run_status,status,"finished with violations",
worst_setup_path,crit_path_start,"B[0]",
worst_setup_path,worstPathRequired,1.84,ns
route,drtAntennaViolNets,0,
logic_synthesis,synthCells,36,
route,num_vias,339,
worst_setup_path,crit_chain,"buf_8, inv_6, ha_4, mux2i_2, buf_4, ha_4, nor2b_1, o21a_1, o21a_1, nor3_2, buf_2",
worst_setup_path,cpPeakStageDelay,0.19,ns
pwr,seqPwrFrac,0,
floorplanning,die_area,0.006400,sq mm
pwr,cell_internal_pwr,0.08764,mW
worst_setup_path,cp.depth,11,
worst_setup_path,crit_type,"in -> out",
cells_and_area,seq_area,0,sq um
floorplanning,rows,21,
cells_and_area,layout-drive-gt1-share,0.5000,
route,drt-initial-drc-count,9,
cells_and_area,combGateArea,291.5,sq um
logic_synthesis,syn_area,251.5,sq um
hold_path,hp-start,"B[2]",
route,diodes,0,
cells_and_area,final_util,0.1802,
placement,dp_slack,-1.094,ns
global_routing,grt_max_degree,6,
worst_setup_path,crit_path_max_fanout,2,
logic_synthesis,yosysTopAreaCell,"ha_1",
run,warnings,34,
logic_synthesis,common_cells,"6 x nor2_1, 5 x ha_1, 4 x inv_1",
floorplanning,ios,19,
worst_setup_path,worst_setup_path_end_kind,"output pin",
pwr,netSwitchingPower,0.05447,mW
global_routing,grt_pass1_vias,329,
sta,slew_headroom,0.8606,
worst_setup_path,critPathArrivalTime,2.05,ns
route,totalWireLength,999,um
pwr,combPwrFrac,1.000,
route,first_pass_iters,2,
hold_path,holdCritPathClass,"in -> out",
run,drv_cap,0,
route,wire_per_inst,9.082,um
cells_and_area,fill_cells,378,
placement,gp_congestion,0.7686,
placement,hpwl,782,um
pwr,power.density,230.8,mW/mm^2
floorplanning,die_h,80,um
sta,min_period_over_period,1.089,
route,vias_per_cell,3.082,
sta,setup_viol,3,
global_routing,track_usage,0.02798,
worst_setup_path,crit_path_end,"q[3]",
logic_synthesis,ys_seq_share,0,
sta,finalHoldViolCount,0,
global_routing,grt_antenna_before_repair,0,
[routing by layer]
layer	routed length (um)	global-route usage	up-vias
met2	422	0.04334	14
met1	468	0.03974	147
li1	-	-	178
met3	109	0.007955	0
met4	0	0	0
met5	0	0	-
[logic make-up (layout without fill, tap and decap cells)]
kind of cell / after synthesis / in the layout / share of synthesized area
buf+inv: 5 / 33 / 0.07460
fa+ha+maj: 6 / 6 / 0.3284
compound gates: 8 / 8 / 0.2039
xor+xnor: 4 / 4 / 0.1393
simple gates: 12 / 12 / 0.2139
mux: 1 / 1 / 0.03980
[placed cells by master, fill, tap and decap left out, types with 2 or more instances in the layout]
| cell type | Yosys | layout |
|---|---|---|
| a21oi_1 | 3 | 2 |
| o21a_1 | 2 | 2 |
| xor2_1 | 2 | 2 |
| ha_1 | 5 | 2 |
| nor3_2 | 0 | 2 |
| ha_4 | 0 | 2 |
| dlygate4sd2_1 | 0 | 4 |
| buf_2 | 0 | 4 |
| a21oi_2 | 1 | 2 |
| buf_4 | 0 | 9 |
| clkdlybuf4s50_1 | 0 | 6 |
| nor2b_1 | 2 | 2 |
| clkbuf_2 | 0 | 2 |
| buf_8 | 0 | 2 |
| nor2_1 | 6 | 6 |
[metrics by stage]
stage	power [mW]	area [sq um]	cells	hold slack (ns)	TNS, ns
final	0.1421	615.6	110	1.521	-0.4723
after floorplan	0.05385	252.7	36	0.9329	0
after global placement	0.1196	525.5	104	1.920	-3.911
after CTS	0.1333	593.1	108	1.562	-0.3460
after detailed placement	0.1210	525.5	104	1.947	-3.977
after global routing	0.1581	615.6	110	1.597	-0.7870
[repair_timing]
item | CTS | global route
pin swaps | 14 | 14
setup endpoints to repair | 5 | 4
setup buffers | 4 | 2
gates resized | 48 | 7
gates cloned | 0 | 0
[power groups by stage]
stage,Combinational [mW],Sequential (mW),Clock [mW]
4_1_cts,0.133,0,0
5_1_grt,0.158,0,0
6_report,0.142,0,0
[worst min path at each step]
stage	to	slack (ns)	cells past startpoint
4_1_cts	q[4]	1.56	6
6_report	q[4]	1.52	6
5_1_grt	q[4]	1.60	6
[cell type report]
class	count	share of cell area
repair buffers	29	0.3963
multi-input cells	31	0.4736
well taps	46	0.09350
inverters	4	0.03659
No activity file was given, so power comes from the tool's default toggle rates.
